$ cat flow/design.v
module immgen
(
    input [32-1:0] instruction,
    input [3-1:0] imm_type,  
    output logic [32-1:0] immediate
);
    always_comb begin
        case(imm_type)
            3'b110 :
            begin
                immediate[0] = instruction[20];
                immediate[1+:4] = instruction[21+:4];
                immediate[5+:6] = instruction[25+:6];
                for (int i = 0; i < 22; i++)
                    immediate[11+i] = instruction[31];
            end
            3'b001 :
            begin
                immediate[0] = instruction[7];
                immediate[1+:4] = instruction[8+:4];
                immediate[5+:6] = instruction[25+:6];
                for (int i = 0; i < 22; i++)
                    immediate[11+i] = instruction[31];
            end
            3'b010 :
            begin
                immediate[0+:4] = instruction[8+:4];
                immediate[4+:6] = instruction[25+:6];
                immediate[10] = instruction[7];
                for (int i = 0; i < 21; i++)
                    immediate[11+i] = instruction[31];
            end
            3'b011 :
            begin
                for (int i = 0; i < 12; i++)
                immediate[i] = 0;
                immediate[12+:8] = instruction[12+:8];
                immediate[20+:11] = instruction[20+:11];
                immediate[31] = instruction[31];
            end
            3'b100 :
            begin
                immediate[0+:4] = instruction[21+:4];
                immediate[4+:6] = instruction[25+:6];
                immediate[10] = instruction[20];
                immediate[11+:8] = instruction[12+:8];
                for (int i = 0; i < 13; i++)
                    immediate[19+i] = instruction[31];
            end
            default: immediate = 0;
        endcase
    end
endmodule
$ cat flow/config.mk
export PLATFORM = sky130hd
export DESIGN_NAME = immgen
export DESIGN_NICKNAME = immgen
export VERILOG_FILES = /design/flow/design.v
export SDC_FILE = /design/flow/constraint.sdc
export NUM_CORES = 4
export LEC_CHECK = 1
export CORE_AREA = 10 10 70 70
export DIE_AREA = 0 0 80 80
$ cat flow/constraint.sdc
current_design immgen

set clk_period 3.6
set clk_io_pct 0.2

create_clock -name clk0 -period $clk_period

set non_clock_inputs [all_inputs -no_clocks]
set_input_delay [expr $clk_period * $clk_io_pct] -clock clk0 $non_clock_inputs
set_output_delay [expr $clk_period * $clk_io_pct] -clock clk0 [all_outputs]
$ cat flow/run.sh
#!/bin/bash
# OpenROAD 26Q1-2900-gdf79404cd8, Yosys 0.63+post, stock flow scripts
make -C /OpenROAD-flow-scripts/flow DESIGN_CONFIG=/design/flow/config.mk WORK_HOME=/design/flow/orfs finish
==> impl_metrics.csv <==
group,metric,value,unit
status,status,"finished clean",
setup_path,start_kind,"primary input",
placement,hpwl,2673,µm
synthesis,postSynthAreaPerCell,8.096,µm²
routing,first_iter_violations,65,
setup_path,cp_max_fo,17,
clock_tree,cts.repair.resized,0,
setup_path,critPathBufInv,3,
sta,hold_slack,2.375,ns
synthesis,ys_types,19,
routing,avgRoutedWirePerCell,16.22,µm
routing,vias_per_cell,5.417,
sta,grt_setup_unrepaired,"false",
synthesis,synth_cells,119,
grt,grt_pass1_vias,1099,
routing,postRouteAntennaNets,0,
floorplanning,die_w,80,µm
floorplanning,initCoreUtil,28.21,%
floorplanning,die_area,6400,µm²
setup_path,worstPathCellList,"clkdlybuf4s50_1 > buf_4 > nor3_2 > o32ai_1 > clkdlybuf4s50_1",
grt,grt_max_degree,28,
flow_run,drv_cap,0,
setup_path,worstPathArrival,2.69,ns
floorplanning,core-area,3416,µm²
cells_and_area,combGateArea,792.0,µm²
worst_hold_path,hold_class,"primary input to primary output",
clock_tree,holdBufCountCts,0,
routing,dr.pass1.iters,6,
cells_and_area,nClkBuffers,0,
routing,num_vias,1170,
sta,drv_slew,0,
placement,port_buffers,60,
routing,route.antenna.diode_count,0,
setup_path,cp.depth,5,
pwr,peakVddDrop,0.06154,mV
sta,finalSetupViolations,0,
sta,fin_crit_sh,94.62,%
setup_path,criticalPathCategory,"primary input to primary output",
floorplanning,rows,21,
synthesis,yosysChipArea,963.4,µm²
sta,period_minus_slack,3.406,ns
cells_and_area,nFlopsAndLatches,0,
cells_and_area,synthToLayoutAreaGrowth,62.47,%
flow_run,warnings,39,
synthesis,synth_seq_share,0,%
cells_and_area,stdcell_count,216,
setup_path,timing.critical_path.from,"imm_type[2]",
grt,grt_pass1_wl,5485,µm
sta,setup_tns,0,ns
setup_path,worst_path_largest_cell_delay,0.69,ns
grt,grt_antenna_before_repair,0,
grt,grt_overflow,0,
setup_path,path_common_cell,"clkdlybuf4s50_1",
floorplanning,die_h,80,µm
sta,fmax,293.6,MHz
pwr,leakagePower,0.0005936,µW
setup_path,required,2.88,ns
pwr,p_per_area,117.8,nW/µm²
cells_and_area,drive_gt1_share,7.647,%
setup_path,critPathSlowestCell,"nor3_2",
grt,grt_usage,10.02,%
clock_tree,postCtsSetupBuffers,0,
cells_and_area,finish.utilization,45.82,%
routing,routed_wl,3503,µm
sta,hold_violations,0,
setup_path,critPathTopFamily,"buffers and inverters",
placement,numPlacedInstances,216,
placement,routabilityCongestion,0.7831,
cells_and_area,fillers,326,
sta,max_slew_margin,45.45,%
setup_path,setup.worst_path.end_class,"primary output",
setup_path,crit_path_end,"immediate[30]",
synthesis,ys_warn_count,7,
sta,worstMarginPinSlew,0.8139,ns
cells_and_area,register_area,0,µm²
routing,drc_errors,0,
synthesis,syn-cell-area,963.4,µm²
floorplanning,ios,67,
synthesis,yosysCellCount,119,
[layout by cell type (no fill, tap or decap)]
master           instances
o221ai_1                10
o32ai_1                 12
nor3_2                   1
o211ai_1                 8
buf_2                    1
nand3b_1                 1
clkdlybuf4s50_1         59
nand3b_2                 1
o21a_1                   1
a211oi_1                 1
inv_2                    1
inv_1                   13
nand4bb_1               16
mux2i_1                 18
o311ai_1                 1
buf_4                    9
or4bb_1                  4
nand2b_1                13
[stage by stage]
stage          area (µm²)  power (µW)  worst slack (ns)
2_1_floorplan       963.4       79.05             1.400
3_3_place_gp         1565       184.5            0.2241
3_5_place_dp         1565       185.5            0.2056
4_1_cts              1565       187.0            0.1926
5_1_grt              1565       202.0           0.04413
6_report             1565       184.3            0.1937
[final cells by class]
type | instances | area share [%]
multi-input cells | 87 | 50.60
repair buffers | 69 | 42.37
well taps | 46 | 3.677
inverters | 14 | 3.357
[tightest hold or removal path, cell delays in order]
cell             delay [ns]
buf_2                  0.27
nand4bb_1              0.17
o211ai_1               0.08
clkdlybuf4s50_1        0.41
[cells in the mapped netlist]
cell        n  share of area, %
nor3_2      1               1.0
or4bb_1     4               4.7
buf_6       4               4.7
o211ai_1    8               6.2
o311ai_1    1              0.91
nand2b_1   13               8.4
a211oi_1    1              0.78
inv_1      13               5.1
nand3b_1    1              0.78
o21a_1      1              0.78
buf_2       8               4.2
clkbuf_1    3               1.2
inv_2       1              0.39
mux2i_1    18                19
buf_4       3               2.3
nand3b_2    1               1.2
nand4bb_1  16                19
o32ai_1    12                11
o221ai_1   10               9.1
[power breakdown]
group / switching (µW) / internal (µW)
registers: 0 / 0
clock network: 0 / 0
logic: 66.5 / 118
[cell families (layout without fill, tap and decap cells)]
| logic type | count (synthesis) | in the layout | synth area share [%] |
|---|---|---|---|
| and+or+nand+nor | 36 | 36 | 34.81 |
| AOI/OAI and AO/OA | 33 | 33 | 28.70 |
| buffers and inverters | 32 | 83 | 17.79 |
| muxes | 18 | 18 | 18.70 |
[how the worst min path moves through the flow]
stage            from           end  slack, ns  depth (start not counted)
4_1_cts   imm_type[1]  immediate[7]       2.38                          4
6_report  imm_type[1]  immediate[7]       2.38                          4
5_1_grt   imm_type[1]  immediate[7]       2.44                          4
[routing by layer]
metal	routed length (µm)	global-route usage, %
met5	0	0
met4	0	0
met2	1382	14.04
met3	426	4.205
met1	1694	14.63
Power is estimated from default activity; no workload was simulated.

`./design.v`:
```
module rf
#(  
    localparam REGS = 1 << 5  
)
(
    input clk, regWrite, rst_n,
    input [5-1:0] readAddr0, readAddr1, writeAddr,
    input [32-1:0] dataIn,
    output logic [32-1:0] dataOut0, dataOut1
);
    logic [32-1:0] regs [0:REGS-1];
    always_comb begin
        if (!readAddr0) dataOut0 = 0;
        else if ((readAddr0 == writeAddr) && regWrite) dataOut0 = dataIn;
        else dataOut0 = regs[readAddr0];
        if (!readAddr1) dataOut1 = 0;
        else if ((readAddr1 == writeAddr) && regWrite) dataOut1 = dataIn;
        else dataOut1 = regs[readAddr1];
    end
    always @ (posedge clk or negedge rst_n) begin
    	if (rst_n == 0) begin
    		for (integer i = 0; i < REGS; i++) begin
    			regs[i] = 32'b0;
    		end
    	end
    	else if (regWrite && (writeAddr != 0)) regs[writeAddr] <= dataIn;
    end
endmodule
```
`./run.sh`:
```
#!/bin/bash
# OpenROAD 26Q1-2900-gdf79404cd8, Yosys 0.63+post, stock flow scripts
make -C /OpenROAD-flow-scripts/flow DESIGN_CONFIG=/design/flow/config.mk WORK_HOME=/design/flow/orfs finish
```
`./config.mk`:
```
export PLATFORM = sky130hd
export DESIGN_NAME = rf
export DESIGN_NICKNAME = rf
export VERILOG_FILES = /design/flow/design.v
export SDC_FILE = /design/flow/constraint.sdc
export NUM_CORES = 4
export LEC_CHECK = 1
export CORE_UTILIZATION = 40
```
`./constraint.sdc`:
```
current_design rf

set clk_period 13.3
set clk_io_pct 0.2

create_clock -name clk0 -period $clk_period [get_ports {clk}]

set non_clock_inputs [all_inputs -no_clocks]
set_input_delay [expr $clk_period * $clk_io_pct] -clock clk0 $non_clock_inputs
set_output_delay [expr $clk_period * $clk_io_pct] -clock clk0 [all_outputs]
```
==> flow_summary_export.csv <==
group,metric,value,unit
critical_path,start_kind,"input pin",
placed_design,gp_congestion,1.07,
yosys,yosys_area,51700,sq um
cells_and_area,largestRegisters,"regs x992",
cts,path_clk_slew,0.05,ns
critical_path,criticalPathCategory,"input pin to output port",
yosys,numSynthFlops,992,
cts,cts_tree,"done",
cells_and_area,fin_area,59300,sq um
detailed_routing,antenna_left,0,
critical_path,cp_max_fo,29,
power_and_ir_drop,p_leak,0.0265,uW
sta,rsz0062_at_grt,"false",
floorplanning,row_count,131,
floorplanning,io_pins,114,
global_routing,grt_pass1_wl,390,mm
cts,postCtsSetupRepairBufs,0,
power_and_ir_drop,vdd_drop_max,125,uV
yosys,edf_count,0,
floorplanning,chipArea,131000,sq um
critical_path,crit_chain,"clkdlybuf4s50_1 -> buf_4 -> or3b_1 -> nor2_4 -> buf_4 -> a2111oi_0 -> nand4_1 -> nor4_1 -> buf_4 -> o21ai_1 -> clkdlybuf4s50_1",
floorplanning,die_h,361,um
sta,clock-skew-final,0,ns
critical_path,critPathRequiredTime,10.64,ns
yosys,top_area_cell,"dfrtp_1",
yosys,top_cells_by_area,"dfrtp_1 48%, mux2_2 22%, a22oi_1 8.2%",
detailed_routing,drtIter0Drc,6623,
yosys,synth_cells,4550,
detailed_routing,wl_per_cell,45.5,um
sta,setup-violations-final,0,
cts,ctsHtreeMaxLevel,3,
yosys,ys_seq_share,0.480,
yosys,synth_area,51700,sq um
global_routing,antenna_found_initial,35,
critical_path,crit_slowest_cell,"nor4_1",
power_and_ir_drop,power.density,150,nW/um^2
min_path,min_path_type,"register to register",
critical_path,slowest_delay,1.10,ns
cells_and_area,fill_cells,11600,
yosys,yosysWarnings,2,
yosys,synthDistinctLibCells,68,
yosys,top_area_frac,0.480,
run,warning_count,29,
detailed_routing,drcViolationCount,0,
detailed_routing,wl,288,mm
sta,relSlewSlack,0.0183,
placed_design,dp_hpwl,176,mm
cells_and_area,top_register,"regs",
critical_path,crit_path_frequent_cell,"buf_4",
floorplanning,core_area,128000,sq um
critical_path,arrival,7.29,ns
cells_and_area,area_growth,14.8,%
detailed_routing,viasPerCell,7.38,
global_routing,grt_overflow,0,
sta,tightest_slew,1.44,ns
yosys,syn_area_per_cell,11.4,sq um
cts,cts-buffers-inserted,109,
sta,finalMaxSlewViolations,0,
floorplanning,dieWidth,361,um
sta,min_period,9.95,ns
critical_path,r2r_cells,1,
critical_path,crit_path_end_kind,"output port",
sta,setup_tns,0,ns
cts,cts_hold_buf,0,
cells_and_area,regArea,24800,sq um
cts,clock-sinks,992,
run_status,status,"completed",
run,cap_violations,0,
yosys,ff_type,"dfrtp_1",
placed_design,io_buffers,113,
sta,period_used_share,0.748,
detailed_routing,num_vias,46700,
detailed_routing,drt_pre_antenna_iters,9,
global_routing,grt_max_degree,121,
yosys,yosysCellCount,4550,
placed_design,place_area,55300,sq um
sta,hold_viol,0,
sta,worst_hold_slack,0.519,ns
cells_and_area,drive_gt1_frac,0.341,
cts,cts-root-buf,"clkbuf_16",
global_routing,grt_pass1_vias,45900,
cts,insertion_delay,0.74,ns
cts,post_cts_resized,0,
cells_and_area,mi_logic_area,25400,sq um
floorplanning,fp-utilization,0.404,
cts,clock_path_buffers,3,
yosys,ys_async_sr_fraction,1.00,
cells_and_area,largest_reg_flops,992,
sta,max_freq,0.100,GHz
min_path,whs_path_depth,1,
global_routing,grt_usage,0.455,
[synthesized netlist by cell type, drive strengths merged, types with 4 or more instances]
cell type and instances:
a2111oi 121, a211oi 9, a21oi 45, a221oi 46, a22o 17, a22oi 562, a31o 10, a31oi 8
a32o 11, a32oi 8, and2 4, and3 373, and3b 8, and4 6, buf 196, clkbuf 281
dfrtp 992, inv 7, mux2 992, mux2i 7, nand2 162, nand2b 15, nand3 112, nand3b 19
nand4 122, nand4b 10, nor2 129, nor2b 10, nor3 24, nor3b 12, nor4 59, o21ai 87
o22ai 6, o31ai 28, or2 9, or3 4, or3b 9, xnor2 8
[layout make-up]
class	count	share of cell area
tap	1662	0.0350
sequential	992	0.418
clock inverter	50	0.0137
clock buffer	150	0.0530
timing repair buffer	359	0.0497
multi-input combinational	3074	0.429
antenna	28	0.00118
inverter	7	0.000443
[routing by layer]
layer | vias up | part of all wire | GRT usage
met1 | 23400 | 0.35 | 0.573
met2 | 4229 | 0.39 | 0.589
met3 | 1489 | 0.17 | 0.290
met5 | - | 0.0019 | 0.0185
li1 | 17500 | - | -
met4 | 40 | 0.083 | 0.270
[logic make-up after synthesis]
logic type / share of synthesized area
compound gates: 0.141
xor+xnor: 0.00136
buf+inv: 0.0403
flops: 0.480
mux: 0.217
simple gates: 0.120
[cell usage in the layout (no fill, tap or decap), types with 8 or more instances in the layout]
cell,netlist,layout
dfrtp_1,992,992
mux2_2,991,991
a22oi_1,562,562
and3_1,370,370
buf_4,4,245
nand2_1,162,151
nand4_1,122,122
a2111oi_0,119,119
nand3_1,112,112
clkbuf_16,0,111
clkdlybuf4s50_1,0,103
nor2_4,2,70
o21ai_0,64,63
nor4_1,58,56
nor2_1,115,56
a221oi_1,45,45
a21oi_1,45,45
diode_2,0,28
o31ai_1,28,28
o21ai_1,23,24
clkbuf_8,0,22
nand3b_1,19,19
bufinv_16,0,18
nor3_1,24,17
a22o_1,17,17
clkbuf_1,281,17
clkinv_2,0,17
nand2b_1,14,12
nand2_2,0,11
a32o_1,11,11
a31o_2,10,10
nand4b_1,10,10
or2_2,9,9
a211oi_1,9,9
buf_2,141,9
xnor2_1,8,8
a32oi_1,8,8
a31oi_1,8,8
[final timing paths]
kind	slack, ns	endpoint	from
max in group asynchronous	8.19	regs[6][16]	rst_n
min reg2reg	0.52	regs[1][0]	regs[1][0]
max reg2reg	12.38	regs[9][23]	regs[9][23]
min in group asynchronous	1.85	regs[12][21]	rst_n
max	3.35	dataOut0[31]	readAddr0[2]
min	0.52	regs[1][0]	regs[1][0]
[where the power goes]
part / switching [uW] / leakage (uW) / internal (uW)
combinational: 662 / 0.0118 / 642
clock: 1370 / 0.00193 / 2000
sequential: 602 / 0.0127 / 3600
[through the flow]
stage | util | power [uW] | std cells | setup slack (ns)
2_1_floorplan | - | 4730 | 4550 | 6.35
3_3_place_gp | 0.433 | 5460 | 6094 | 3.72
3_5_place_dp | 0.433 | 5480 | 6094 | 3.67
4_1_cts | 0.464 | 8840 | 6294 | 3.66
5_1_grt | 0.464 | 9110 | 6300 | 3.40
6_report | 0.464 | 8880 | 6322 | 3.35
[critical path: cells and delay by family]
| family | cells | cell delay, ns |
|---|---|---|
| AOI/OAI and AO/OA | 2 | 0.74 |
| buffers and inverters | 5 | 1.84 |
| and+or+nand+nor | 4 | 1.97 |
Power is estimated from default activity; no workload was simulated.
